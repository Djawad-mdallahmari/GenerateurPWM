==> /design/flow/design.v <==
module modMultiPWM ( ClkIn, PWMout, nLatch, Ton, oe);
parameter NB_PWM = 8;				 
parameter RESOLUTION = 8;			 
input[(NB_PWM-1):0] ClkIn;
input[(NB_PWM-1):0] nLatch;
input[(NB_PWM-1):0] oe; 
input[(RESOLUTION-1):0] Ton;
output[(NB_PWM-1):0] PWMout;
genvar i;
generate for ( i = 0; i < NB_PWM ; i = i+1 )
    begin: 
		inst modPWM #(RESOLUTION) PWM_i (ClkIn[i], PWMout[i], Ton, nLatch[i],oe[i]);
    end
endgenerate
endmodule
module modPWM(ClkIn, PWMout,Ton,nLatch,oe);
parameter RESOLUTION = 10;			 
input ClkIn,nLatch,oe;
input[(RESOLUTION-1):0] Ton;
output PWMout;
reg PWMout_local;
reg[(RESOLUTION-1):0] NbTon, NbTclkIn;
initial
begin
	NbTon <=0;
	NbTclkIn <=0;
end
always@(negedge(nLatch))
begin
	NbTon = Ton;
end
always@(negedge(ClkIn))
begin
	if (NbTclkIn < NbTon) PWMout_local <= 1'b1;
	else PWMout_local <= 1'b0;
	NbTclkIn <= NbTclkIn + 10'd1;
end
bufif1(PWMout,PWMout_local,oe);
endmodule
==> /design/flow/run.sh <==
#!/bin/bash
# OpenROAD 26Q1-2900-gdf79404cd8, Yosys 0.63+post, stock flow scripts
make -C /OpenROAD-flow-scripts/flow DESIGN_CONFIG=/design/flow/config.mk WORK_HOME=/design/flow/orfs finish
==> /design/flow/config.mk <==
export PLATFORM = sky130hd
export DESIGN_NAME = modMultiPWM
export DESIGN_NICKNAME = modMultiPWM
export VERILOG_FILES = /design/flow/design.v
export SDC_FILE = /design/flow/constraint.sdc
export NUM_CORES = 4
export LEC_CHECK = 1
export CORE_UTILIZATION = 30
==> /design/flow/constraint.sdc <==
current_design modMultiPWM

set clk_period 2.1
set clk_io_pct 0.2

create_clock -name clk0 -period $clk_period [get_ports {ClkIn}]
create_clock -name clk1 -period $clk_period [get_ports {nLatch}]

set non_clock_inputs [all_inputs -no_clocks]
set_input_delay [expr $clk_period * $clk_io_pct] -clock clk0 $non_clock_inputs
set_output_delay [expr $clk_period * $clk_io_pct] -clock clk0 [all_outputs]
==> summary.txt <==
run metrics: Netlist cell types=22, count of mapped cells out of synthesis=488, Peak supply drop=0.845 mV, # setup viols final=8, post-synth design cell area=5110 um2, cell row count=47, GPL Wtd Cong=0.767, final slew viol count=0, Worst slew margin=71.5%, First DRT Iteration DRCs=148, number of cells in Yosys stat=488, vias in the first global route=4288, worst path cell trace=buf_2, final core occ=43.2%, Seq/Total Area, Yosys=53.3%, RSZ-0062 raised after global routing=yes, RR Startpoint=inst[4].PWM_i.NbTclkIn[6], yosys stat area=5110 um2, FP Util=30.8%, global route overflow=0, initial antenna violation count=0, CTS tree=built, most frequent logic cell in the layout=inv_1, All-Layer GR Usage=13.1%, cell family with most CP delay=flip-flops, reg2reg path depth=4, worst reg2reg endpoint=inst[4].PWM_i.PWMout_local, CP bufs+invs=1, P per Cell Area=1220 nW/um2, Slew @ Worst Pin=0.425 ns, Antenna Nets Post-Route=0, hpwl dp=6.58 mm, worst endpoint data arrival time=1.76 ns, WS Path Type=reg -> out, CTS Sinks=136, die area=17600 um2, Startpoint Class=register, Worst setup endpoint=PWMout[3], Reg area=2730 um2, Core Box Area=16600 um2, final setup margin=-0.0763 ns, Die Wd=133 um, endpoints failing hold=0, number of diodes=0, max-cap violation count=0, WL final=10.2 mm, Setup Skew=0.0138 ns, crit-path max cell delay=0.30 ns, failing checks=setup timing, layout cell share with drive strength beyond 1=9.67%, flop2flop setup slack=0.76 ns, drt drc=0, Yosys warning count=1, Setup TNS=-0.474 ns, Syn Area/Cell=10.5 um2, first-pass GRT wire length=17.3 mm, WP depth=1, CP Capture Type=primary output, TritonRoute pass-1 iters=4, Worst EP required=1.68 ns, worst hold path depth=1, input/output buffers=16, clock-pin slew on the worst setup and hold paths=0.04 ns, Top cells excl fill/tap=207 x inv_1, 133 x dfxtp_1, 64 x ha_1, 48 x clkbuf_16, 44 x nand3_1, Die H=133 um, LEAKAGE=0.00392 uW, Critical Path Fanout Max=1, post-DR vias/cell=4.20, Registers, synthesis=136, Hold WC Path Type=reg -> reg, drt wl/cell=11.4 um, run status=complete, but fails checks, post-cts hold buffer count=0, Log Warnings=537, vias post-DR=3743, Filler Cells Inserted=1470, logic area=2030 um2, synth-to-layout area growth=40.0%, IO Pins=40, critical path startpoint=inst[3].PWM_i.PWMout_local, cell with the largest stage delay on the worst path=dfxtp_2, largest net degree at the start of global routing=9
metal layers:
metal / global-route usage [%] / vias to the layer above / part of all wire [%]
li1: - / 1949 / -
met5: 0 / - / 0
met4: 7.73 / 0 / 2.3
met2: 15.7 / 105 / 41
met3: 12.6 / 30 / 10
met1: 14.7 / 1659 / 47
layout make-up:
class | count | share of cell area, %
flip-flops and latches | 136 | 38.1
multi-input cells | 264 | 28.3
clock buffers | 48 | 16.8
clock inverters | 144 | 7.92
well taps | 220 | 3.85
inverters | 64 | 3.36
repair buffers | 16 | 1.68
logic make-up (layout without fill, tap and decap cells):
family / Yosys count / in the layout / synth area share [%]
XOR/XNOR: 48 / 48 / 8.23
flip-flops: 136 / 136 / 53.3
buffers and inverters: 88 / 272 / 7.05
adder cells (fa/ha/maj): 64 / 64 / 15.7
AND-OR/OR-AND: 48 / 48 / 5.83
AND/OR/NAND/NOR: 104 / 104 / 9.96
sequential cells by signal, indices dropped and copies added, names as in the netlist:
name,flops
inst.PWM_i.PWMout_local,8
inst.PWM_i.NbTon,64
inst.PWM_i.NbTclkIn,64
how the worst min path moves through the flow:
stage                                     start                        end  slack [ns]
after CTS             inst[5].PWM_i.NbTclkIn[0]  inst[5].PWM_i.NbTclkIn[0]        0.42
after global routing  inst[4].PWM_i.NbTclkIn[0]  inst[4].PWM_i.NbTclkIn[0]        0.45
final                 inst[7].PWM_i.NbTclkIn[0]  inst[7].PWM_i.NbTclkIn[0]        0.43
cells in the mapped netlist (all sizes together):
library cell    n  area share [%]
o21a            2            0.29
nand2b          2            0.24
and3           12             1.5
nand3          44             4.3
a31oi           2            0.24
nor2           12            0.88
a221oi          2            0.59
nor3            5            0.59
nand2          23             1.7
a21oi          24             2.4
buf             8             1.2
o211ai          6            0.88
dfxtp         136              53
xor2           23             3.9
inv            80             5.9
ha             64              16
nor2b           6            0.73
o21ai           6            0.59
a21o            6            0.88
xnor2          25             4.3
repair_timing:
action	CTS	global route
gates resized	27	0
hold endpoints to repair	0	0
setup buffers	0	0
endpoints found under the setup margin	8	8
report_power, final:
part	switching [uW]	internal [uW]	leakage, uW
combinational	76.7	51.6	0.00144
sequential	20.3	2670	0.00112
clock	1500	4410	0.00137
total	1600	7140	0.00392
per-stage QoR:
step / cells / power, uW / setup WS (ns) / cell area (um2) / hold slack [ns]
finish: 892 / 8730 / -0.0763 / 7160 / 0.425
global route: 892 / 9750 / -0.116 / 7160 / 0.455
floorplan: 488 / 3230 / 0.250 / 5110 / 0.390
CTS: 892 / 9340 / -0.0931 / 7160 / 0.424
detailed placement: 716 / 3300 / -0.239 / 5490 / 0.417
global placement: 716 / 3290 / -0.192 / 5490 / 0.411
Power figures rest on the tool's default switching activity, not on a simulated workload.
